<file path="flow/constraint.sdc">
current_design seven_seg

set clk_period 2.5
set clk_io_pct 0.2

create_clock -name clk0 -period $clk_period [get_ports {CLK}]

set non_clock_inputs [all_inputs -no_clocks]
set_input_delay [expr $clk_period * $clk_io_pct] -clock clk0 $non_clock_inputs
set_output_delay [expr $clk_period * $clk_io_pct] -clock clk0 [all_outputs]
</file>
<file path="flow/config.mk">
export PLATFORM = sky130hd
export DESIGN_NAME = seven_seg
export DESIGN_NICKNAME = seven_seg
export VERILOG_FILES = /design/flow/design.v
export SDC_FILE = /design/flow/constraint.sdc
export NUM_CORES = 4
export LEC_CHECK = 1
export CORE_AREA = 10 10 100 100
export DIE_AREA = 0 0 110 110
</file>
<file path="flow/run.sh">
#!/bin/bash
# OpenROAD 26Q1-2900-gdf79404cd8, Yosys 0.63+post, stock flow scripts
make -C /OpenROAD-flow-scripts/flow DESIGN_CONFIG=/design/flow/config.mk WORK_HOME=/design/flow/orfs finish
</file>
<file path="flow/design.v">
`timescale 1ns / 1ps
module seven_seg(CLK, HEX, display_mode, AN, LCD);
input CLK;
input [31:0] HEX;
input display_mode;
output reg [7:0] AN;
output reg [7:0] LCD;
reg [3:0] four_bit_val;
reg [26:0] blink_rate;
reg [19:0] refresh_rate;
reg led_state;
wire [2:0] led_sel;
always @(posedge CLK)
begin
        refresh_rate <= refresh_rate + 1;
        blink_rate <= blink_rate + 1;
end
assign led_sel = refresh_rate[19:16];
always @(*)
    begin
        case(display_mode)
            1'b1: begin
                case(led_sel)  
                    3'b000: begin
                        AN <= 8'b01111111;
                        four_bit_val <= HEX[31:28];
                    end
                    3'b001: begin
                        AN <= 8'b10111111;
                        four_bit_val <= HEX[27:24];
                    end
                    3'b010: begin
                        AN <= 8'b11011111; 
                        four_bit_val <= HEX[23:20];
                    end
                    3'b011: begin
                        AN   <= 8'b11101111; 
                        four_bit_val <= HEX[19:16];
                    end
                    3'b100: begin
                        AN <= 8'b11110111; 
                        four_bit_val <= HEX[15:12];
                    end
                    3'b101: begin
                        AN <= 8'b11111011; 
                        four_bit_val <= HEX[11:8];
                    end
                    3'b110: begin
                        AN <= 8'b11111101;
                        four_bit_val <= HEX[7:4];
                    end
                    3'b111: begin
                        AN <= 8'b11111110; 
                        four_bit_val <= HEX[3:0];
                   end
                endcase
            end
            2'b10: begin  
                case(led_sel)
                    3'b000: begin
                        AN <= 8'b01111111;
                        four_bit_val <= 0;
                    end
                    3'b001: begin
                        AN <= 8'b10111111;
                        four_bit_val <= 0;
                    end
                    3'b010: begin
                        AN <= 8'b11011111; 
                        four_bit_val <= 0;
                    end
                    3'b011: begin
                        AN   <= 8'b11101111; 
                        four_bit_val <= 0;
                    end
                    3'b100: begin
                        AN <= 8'b11110111; 
                        four_bit_val <= 0;
                    end
                    3'b101: begin
                        AN <= 8'b11111011; 
                        four_bit_val <= 0;
                    end
                    3'b110: begin
                        AN <= 8'b11111101;
                        four_bit_val <= 0;
                    end
                    3'b111: begin
                        AN <= 8'b11111110; 
                        four_bit_val <= 0;
                   end
                endcase
            end
            1'b0: begin  
                case(led_sel)
                    3'b000: begin
                        AN <= 8'b11111111;
                    end
                    3'b001: begin
                        AN <= 8'b11111111; 
                    end
                    3'b010: begin
                        AN <= 8'b11111111;
                    end
                    3'b011: begin
                        AN <= 8'b11111111; 
                    end
                    3'b100: begin
                        AN <= 8'b11111111; 
                    end
                    3'b101: begin
                        AN <= 8'b11111111; 
                    end
                    3'b110: begin
                        AN <= 8'b11111111; 
                    end
                    3'b111: begin
                        AN <= 8'b11111111; 
                   end
                endcase
            end 
    endcase
end
always @(*)
begin
    case(four_bit_val)
        4'b0000: LCD <= 8'b10000001;  
        4'b0001: LCD <= 8'b11001111;  
        4'b0010: LCD <= 8'b10010010;  
        4'b0011: LCD <= 8'b10000110;  
        4'b0100: LCD <= 8'b11001100;  
        4'b0101: LCD <= 8'b10100100;  
        4'b0110: LCD <= 8'b10100000;  
        4'b0111: LCD <= 8'b10001111;  
        4'b1000: LCD <= 8'b10000000;  
        4'b1001: LCD <= 8'b10000100;  
        4'b1010: LCD <= 8'b10001000;  
        4'b1011: LCD <= 8'b11100000;  
        4'b1100: LCD <= 8'b10110001;  
        4'b1101: LCD <= 8'b11000010;  
        4'b1110: LCD <= 8'b10110000;  
        4'b1111: LCD <= 8'b10111000;  
        default: LCD <= 8'b11110111;  
    endcase
end
endmodule
</file>
==> job_summary.md <==
## Implementation flow summary

| Metric | Value |
|---|---|
| Outcome | `finished, final reports clean` |
| Finished Core Util | `26.2%` |
| # resized after CTS | `0` |
| Critical-path cell list | `clkdlybuf4s50_1, nor2b_1, nand3_1, clkdlybuf4s50_1` |
| Hold_buf cts | `0` |
| Most used cell, CP | `clkdlybuf4s50_1` |
| Clock Path Buffers | `2` |
| Worst R2R Start | `refresh_rate[0]` |
| Yosys synthesis chip area | `roughly 0.0014 mm²` |
| Final Hold Vio Count | `0` |
| Worst-Skew Late Latency | `250 ps` |
| RSZ-0062 raised after global routing | `no` |
| FP Util | `around 18%` |
| Core area | `0.00781 mm²` |
| Ys Warns | `1` |
| Crit Path Class | `in -> out` |
| Ys flop type | `dfxtp_1` |
| Die Width | `around 110 µm` |
| VDD IR max | `just over 0.4 mV` |
| Total gr overflow | `0` |
| R2R depth | `5` |
| Endpoints left unconstrained | `11` |
| Drt first pass iters | `4` |
| I/O pins | `~50` |
| First-pass GRT wire length | `5.94 mm` |
| Hold crit path type | `reg -> reg` |
| Overall power | `0.000599 W` |
| DR vias/cell | `approximately 4.0` |
| Clock-pin slew on the worst setup and hold paths | `around 70 ps` |
| Crit path DRT | `2000 ps` |
| Terminus of the critical flop-to-flop path | `refresh_rate[18]` |
| P&R area growth vs syn | `45.6%` |
| Post-Synthesis Cells | `around 160` |
| Setup ws final | `~120 ps` |
| EDFF count, synth | `0` |
| CP startpoint kind | `input pin` |
| # DRC | `0` |
| TritonCTS buffer count | `3` |
| GP Congestion | `approximately 0.8` |
| Post-synth cell types | `42` |
| Setup Fix Bufs, Post-CTS | `0` |
| Die height | `110 µm` |
| HP Start | `refresh_rate[0]` |
| Wire length per cell | `12.3 µm` |
| Reg2Reg Setup Slack | `approximately 1000 ps` |
| Setup violators final | `0` |
| Mapped cell area | `0.00141 mm²` |
| Chip Area | `~0.012 mm²` |
| FFs w/ async S/R, synth | `0%` |
| Layout cell share with drive strength beyond 1 | `under 10%` |
| Minimum clock period | `approximately 2400 ps` |
| HPWL after detailed placement | `around 3.1 mm` |
| Top Layout Cells | `clkdlybuf4s50_1 (48), dfxtp_1 (19), nor2_1 (13), nand2_1 (12)` |
| Crit path arrival time | `about 1900 ps` |
| Max H-tree Level | `1` |
| Worst Skew | `1.85 ps` |
| Crit path from | `display_mode` |
| Sum Neg Setup Slack | `0 ps` |
| Port Buffer Count | `approximately 48` |
| Initial antenna violation count | `0` |
| P_leak | `a little over 0.7 nW` |
| Pwr dens | `293 mW/mm²` |
| Crit Path Max Fanout | `6` |
| CP max stage delay | `about 600 ps` |
| Antenna Violating Nets Remaining | `0` |
| Slowest cell on crit path | `clkdlybuf4s50_1` |
| First DRT Iteration DRCs | `about 80` |
| Cycle use final | `around 95%` |
| Final Max Slew Viols | `0` |
| Root buf cell | `clkbuf_8` |
| CTS tree | `yes` |
| Hold EP | `refresh_rate[0]` |
| Flops & latches, synth | `23` |
| Tot GR Track Use | `5.96%` |
| Dpl ws | `approximately 110 ps` |
| Vias in the first global route | `about 1200` |
| Count of unclocked register or latch pins | `4` |
| DR vias | `1248` |
| Tool warnings | `30` |
| Synthesized area per cell | `just under 9 µm²` |
| WHS Path Cells | `1` |
| Total wire length | `roughly 3.8 mm` |
| # rows | `32` |
| Yosys cell count | `about 160` |
| Largest net degree at the start of global routing | `21` |
| Max cap viols | `0` |
| Fmax | `0.420 GHz` |
| Most frequent logic cell in the layout | `clkdlybuf4s50_1` |
| Worst Setup End Kind | `output port` |
| Antenna Cells | `0` |
-- critical path, delay by kind of cell --
family                 cells  cell delay (ps)
and+or+nand+nor            2              350
buffers and inverters      2             1030
-- sequential cells by signal, summed over array words and instances (netlist names) --
name,cells
refresh_rate,19
four_bit_val,4
-- where the power goes --
group	total [W]	switching, W	leakage (nW)	internal [W]
logic	0.0000846	0.0000203	0.519	0.0000642
registers	0.000310	0.00000325	0.184	0.000307
clock network	0.000204	0.0000914	0.0228	0.000113
-- worst max-delay path by stage --
| stage | end | slack, ps | cells after the start |
|---|---|---|---|
| 4_1_cts | AN[4] | 100 | 4 |
| 5_1_grt | AN[4] | 6 | 4 |
| 6_report | AN[4] | 120 | 4 |
-- synth_stat cells, types with 4 or more instances --
| cell type | instances | share of area [%] |
|---|---|---|
| dfxtp_1 | 19 | 27 |
| nor2_1 | 13 | 3.5 |
| nand2_1 | 12 | 3.2 |
| nand3_1 | 11 | 3.9 |
| xnor2_1 | 11 | 6.9 |
| mux2i_1 | 10 | 7.1 |
| ha_1 | 7 | 6.2 |
| inv_1 | 6 | 1.6 |
| xor2_1 | 6 | 3.7 |
| nor2b_1 | 5 | 2.2 |
| buf_2 | 4 | 1.4 |
| dlxtp_1 | 4 | 4.3 |
| nand2b_1 | 4 | 1.8 |
| nand4_1 | 4 | 1.8 |
-- cells by family after synthesis --
family          synth area share, %
latches                        4.27
fa+ha+maj                      6.23
buf+inv                        4.63
mux                            9.53
other cells                   0.267
compound gates                 10.4
simple gates                   27.0
flops                          27.1
xor+xnor                       10.6
-- metrics by stage --
step | hold slack (ps) | cells | instance area [µm²]
2_1_floorplan | 383 | 160 | 1410
3_3_place_gp | 395 | 305 | 2000
3_5_place_dp | 403 | 305 | 2000
4_1_cts | 421 | 309 | 2050
5_1_grt | 440 | 309 | 2050
6_report | 414 | 309 | 2050
-- metal layers --
layer,part of all wire [%],up-vias,GRT usage [%]
met5,0,-,0
met4,0,0,0.0929
met3,9.8,0,1.88
met2,43,39,9.48
met1,47,556,8.26
li1,-,653,-
-- area by class of cell --
cell class,count,area [µm²]
Multi-Input combinational cell,122,900
Clock buffer,4,45.0
Sequential cell,23,440
Fill cell,836,5760
Tap cell,102,128
Inverter,6,22.5
Timing Repair Buffer,52,510
Power figures rest on the tool's default switching activity, not on a simulated workload.
